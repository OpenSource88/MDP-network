==> design/flow/design.v <==
module RU_fifo_2to2
#(
	parameter RU_FIFO_DEPTH	= 16,
			  RU_FIFO_WIDTH = 32
)
(
    input   	clk         
    ,input   	rst_n       
	,input [2-1:0] in_valid
	,input [2*RU_FIFO_WIDTH-1:0]	in_data
	,input [2*1-1:0] in_addr
	,output	[2-1:0] in_ready  
	,output [2-1:0] out_valid
	,output [2*RU_FIFO_WIDTH-1:0]	out_data
	,input	[2-1:0] out_ready
    );
genvar gv_i	;
genvar gv_j	;
localparam PORT_NUM = 2 ;
localparam PORT_NUM_LOG = $clog2(PORT_NUM)   ;   
wire [PORT_NUM-1 : 0][RU_FIFO_WIDTH-1 : 0] datain_list ;     
wire [PORT_NUM-1 : 0][PORT_NUM-1 : 0] wr_ens    ;
wire [PORT_NUM-1 : 0] rd_en    ;
wire [PORT_NUM-1 : 0] empty    ;
wire [PORT_NUM-1 : 0] full     ;
wire in_not_ready   ; 
    assign in_not_ready = (|full)   ;
generate
	for(gv_i=0; gv_i<PORT_NUM; gv_i=gv_i+1) 
	begin: GEN_fifo_in_signal
        	assign datain_list[gv_i] = in_data[(gv_i+1)*RU_FIFO_WIDTH-1 : gv_i*RU_FIFO_WIDTH];
		for(gv_j=0; gv_j<PORT_NUM; gv_j=gv_j+1) 
		begin:GEN_wr_ens
			assign wr_ens[gv_i][gv_j] = in_not_ready ? 1'b0 : 
                    ( in_valid[gv_j] &&  (in_addr[(gv_j+1)*PORT_NUM_LOG-1:gv_j*PORT_NUM_LOG] == gv_i) )	;	
		end
		assign rd_en[gv_i]  = empty[gv_i] ? 1'b0 : out_ready[gv_i]	;
		assign in_ready[gv_i] = ~in_not_ready	;
		assign out_valid[gv_i] = empty[gv_i] ? 1'b0 : 1'b1	;
	end
endgenerate
generate
	for(gv_i=0; gv_i<PORT_NUM; gv_i=gv_i+1)
	begin: GEN_fifo
		fifo_sync_2w_1r
		#(
    		.WIDTH(RU_FIFO_WIDTH)
			,.DEPTH(RU_FIFO_DEPTH)
		) u_fifo_sync_2w_1r(
			.clk		(clk)
			,.rst_n		(rst_n)
            ,.datain_list (datain_list)
			,.wr_ens	(wr_ens[gv_i])
			,.rd_en		(rd_en[gv_i])
			,.dataout	(out_data[(gv_i+1)*RU_FIFO_WIDTH-1:gv_i*RU_FIFO_WIDTH])
			,.empty		(empty[gv_i])
			,.full		(full[gv_i])
		);
	end
endgenerate
endmodule
module arb_comb2
(
  input cur_arb_id,
  input [1:0]arb_req,
  input arb_en,
  output reg nxt_arb_id
);
always @(*)
begin
  if(arb_en)
  begin
      case(cur_arb_id)
        1'd0:
        case(1'b1)
                arb_req[1]:nxt_arb_id=1'd1;
                arb_req[0]:nxt_arb_id=1'd0;
                default:nxt_arb_id=1'd0;
        endcase
        1'd1:
        case(1'b1)
                arb_req[0]:nxt_arb_id=1'd0;
                arb_req[1]:nxt_arb_id=1'd1;
                default:nxt_arb_id=1'd1;
        endcase
        default:nxt_arb_id=1'd0;
      endcase
  end
  else
    nxt_arb_id=cur_arb_id;
end
endmodule
`timescale 1ns / 1ps
module fifo_lane_reording_2w1r
#(
    parameter WIDTH = 32
)
(
  input  [WIDTH-1 : 0]    data_in0,
  input  [WIDTH-1 : 0]    data_in1,
  input                   valid_in0,
  input                   valid_in1,
  output [WIDTH-1 : 0]    data_out0,
  output [WIDTH-1 : 0]    data_out1,
  output                  valid_out0,
  output                  valid_out1
);
localparam CHANNEL_NUM = 2;
localparam CHANNEL_NUM_LOG = $clog2(CHANNEL_NUM);
wire [CHANNEL_NUM_LOG-1:0] nxt_arb_id_0;
wire [CHANNEL_NUM_LOG-1:0] nxt_arb_id_1;
wire arb_en = 1'b1;
wire [CHANNEL_NUM-1:0] arb_req = {valid_in1,valid_in0};
wire [CHANNEL_NUM_LOG-1:0] cur_arb_id_0 = {CHANNEL_NUM_LOG{1'b1}}; 
wire [CHANNEL_NUM_LOG:0] valid_num;
arb_comb2 arb_comb_inst_0(
    .cur_arb_id (cur_arb_id_0), 
    .arb_req    (arb_req),
    .arb_en     (arb_en),
    .nxt_arb_id (nxt_arb_id_0)   
);
arb_comb2 arb_comb_inst_1(
    .cur_arb_id (nxt_arb_id_0), 
    .arb_req    (arb_req),
    .arb_en     (arb_en),
    .nxt_arb_id (nxt_arb_id_1)  
);
assign data_out0 =
    {WIDTH{nxt_arb_id_0 == 1'd0}} & data_in0 |
    {WIDTH{nxt_arb_id_0 == 1'd1}} & data_in1 ;
assign data_out1 =
    {WIDTH{nxt_arb_id_1 == 1'd0}} & data_in0 |
    {WIDTH{nxt_arb_id_1 == 1'd1}} & data_in1 ;
assign valid_num = (valid_in0 + valid_in1 + 2'd0) ;
assign valid_out0 = valid_num != 2'd0;
assign valid_out1 = valid_num > 2'd1;
endmodule
`timescale 1ns / 1ps
module fifo_sync_2w_1r
#(
    parameter WIDTH = 32,
              DEPTH = 4
) 
(
    input                      clk,
    input                      rst_n,
    input  [2-1 : 0][WIDTH-1 : 0] datain_list,
    input  [1 : 0]             wr_ens, 
    input                      rd_en,  
    output  [WIDTH-1 : 0]      dataout,
    output                     empty,  
    output                     full    
);
localparam WR_PORT_NUM = 2;
wire [WIDTH-1 : 0]       data_ordered [0 : WR_PORT_NUM-1];
wire [WR_PORT_NUM-1 : 0] wr_en_ordered;
fifo_lane_reording_2w1r #(
    .WIDTH(WIDTH)
) fifo_lane_reording_inst(
    .data_in0   (datain_list[0]),
    .data_in1   (datain_list[1]),
    .valid_in0  (wr_ens[0]),
    .valid_in1  (wr_ens[1]),
    .data_out0  (data_ordered[0]),
    .data_out1  (data_ordered[1]),
    .valid_out0 (wr_en_ordered[0]),
    .valid_out1 (wr_en_ordered[1])
);
fifo_sync_2w_1r_no_ordering #(
    .WIDTH            (WIDTH),
    .DEPTH            (DEPTH)
)fifo_sync_2w_1r_no_ordering_inst(
    .clk         (clk),
    .rst_n       (rst_n),
    .datain0     (data_ordered[0]),
    .datain1     (data_ordered[1]),
    .wr_en0      (wr_en_ordered[0]),
    .wr_en1      (wr_en_ordered[1]),
    .rd_en       (rd_en),
    .dataout     (dataout),
    .empty       (empty),
    .full        (full)
);
endmodule
`timescale 1ns / 1ps
module fifo_sync_2w_1r_no_ordering
#(
    parameter WIDTH = 32,
                     DEPTH = 4
) 
(
    input                      clk,
    input                      rst_n,
    input     [WIDTH-1 : 0]    datain0,
    input     [WIDTH-1 : 0]    datain1,
    input                      wr_en0, 
    input                      wr_en1, 
    input                      rd_en,  
    output     [WIDTH-1 : 0]   dataout,
    output                     empty,  
    output                     full    
);
localparam WR_PORT_NUM      = 2;
localparam WR_PORT_NUM_LOG  = $clog2(WR_PORT_NUM);
localparam DEPTH_LOG        = $clog2(DEPTH);
localparam DEPTH_LOG_W_0    = {(DEPTH_LOG){1'b0}};
localparam DEPTH_LOG_W_1    = {{(DEPTH_LOG-1){1'b0}},1'd1};
localparam CNT_DEPTH_LOG_0    = {(DEPTH_LOG+1){1'b0}};
localparam S0 = 2'b00, S1 = 2'b01, S2 = 2'b10, S3 = 2'b11;
wire [WR_PORT_NUM-1 : 0][DEPTH_LOG-1 : 0]      wr_addr ;
wire [WR_PORT_NUM-1 : 0][DEPTH_LOG : 0]        wr_addr_round ;
wire [DEPTH_LOG : 0]        wr_ptr_round;
wire [DEPTH_LOG-1 : 0]      rd_ptr_comb;
wire [DEPTH_LOG-1 : 0]      wr_ptr_comb;
wire [WR_PORT_NUM_LOG : 0]  wr_en_num;
wire                        have_wr_en;
wire                        true_empty;
reg  [DEPTH_LOG-1 : 0]      rd_ptr;
reg  [DEPTH_LOG-1 : 0]      wr_ptr;
reg  [DEPTH_LOG : 0]      cnt;
reg  [DEPTH-1 : 0][WIDTH-1 : 0]          fifo_mem    ; 
wire [DEPTH_LOG : 0]        wr_ptr_sub_deep;
wire [DEPTH_LOG : 0]      cnt_nxt;
assign wr_ptr_sub_deep =  wr_ptr - DEPTH[DEPTH_LOG:0]; 
assign wr_addr_round[1] = wr_ptr_sub_deep + 'd1;
assign wr_ptr_round     = wr_ptr_sub_deep + wr_en_num;
assign wr_addr[0] = wr_ptr;
assign wr_addr[1] = wr_addr_round[1][DEPTH_LOG] ? wr_ptr + 1'd1 : wr_addr_round[1][DEPTH_LOG-1:0];
assign have_wr_en = wr_en0 | wr_en1 ;
assign wr_en_num = wr_en0 + wr_en1 + {(WR_PORT_NUM_LOG+1){1'b0}};
assign wr_ptr_comb = wr_ptr_round[DEPTH_LOG] ? wr_ptr + wr_en_num : wr_ptr_round[DEPTH_LOG-1:0];
assign rd_ptr_comb = rd_ptr == DEPTH[DEPTH_LOG-1:0] - DEPTH_LOG_W_1 ? DEPTH_LOG_W_0 : rd_ptr + 1'b1;
assign cnt_nxt = cnt + wr_en_num;
assign full  = cnt > DEPTH[DEPTH_LOG:0] - WR_PORT_NUM;  
assign empty = cnt_nxt == CNT_DEPTH_LOG_0;
assign true_empty = cnt == CNT_DEPTH_LOG_0;
assign dataout = true_empty ? datain0 : fifo_mem[rd_ptr];
always @(posedge clk or negedge rst_n) begin
    if(!rst_n) begin
        cnt     <= CNT_DEPTH_LOG_0;
        wr_ptr  <= DEPTH_LOG_W_0;
        rd_ptr  <= DEPTH_LOG_W_0;
        fifo_mem <= 'd0;
    end
    else begin
        case ({rd_en,have_wr_en})
            S0 : begin    
                cnt <= cnt;
            end
            S1 : begin    
                if(wr_en0)
                    fifo_mem[wr_addr[0]] <= datain0;
                if(wr_en1)
                    fifo_mem[wr_addr[1]] <= datain1;
                wr_ptr <= wr_ptr_comb;
                cnt <= cnt + wr_en_num;
                rd_ptr <= rd_ptr;
            end 
            S2 : begin    
                rd_ptr <= rd_ptr_comb;
                wr_ptr <= wr_ptr;
                cnt <= cnt - 1'b1;
            end 
            S3 : begin   
                if(wr_en0)
                    fifo_mem[wr_addr[0]] <= datain0;
                if(wr_en1)
                    fifo_mem[wr_addr[1]] <= datain1;
                wr_ptr <= wr_ptr_comb;
                rd_ptr <= rd_ptr_comb;
                cnt <= cnt + wr_en_num - 1'b1;
            end 
        endcase
    end
end
endmodule
==> design/flow/run.sh <==
#!/bin/bash
# OpenROAD 26Q1-2900-gdf79404cd8, Yosys 0.63+post, stock flow scripts
make -C /OpenROAD-flow-scripts/flow DESIGN_CONFIG=/design/flow/config.mk WORK_HOME=/design/flow/orfs finish
==> design/flow/config.mk <==
export PLATFORM = sky130hd
export DESIGN_NAME = RU_fifo_2to2
export DESIGN_NICKNAME = RU_fifo_2to2
export VERILOG_FILES = /design/flow/design.v
export SDC_FILE = /design/flow/constraint.sdc
export NUM_CORES = 4
export LEC_CHECK = 1
export CORE_UTILIZATION = 40
==> design/flow/constraint.sdc <==
current_design RU_fifo_2to2

set clk_period 25.8
set clk_io_pct 0.2

create_clock -name clk0 -period $clk_period [get_ports {clk}]

set non_clock_inputs [all_inputs -no_clocks]
set_input_delay [expr $clk_period * $clk_io_pct] -clock clk0 $non_clock_inputs
set_output_delay [expr $clk_period * $clk_io_pct] -clock clk0 [all_outputs]
==> results.py <==
# Synthesis and PnR figures
metrics = {
    "run_status": {
        "status": "finished clean",
    },
    "final_layout": {
        "area_growth_pct": 13.9,
        "final_util_pct": 45.8,
        "fillers": 11942,
        "drive_above_1_share_pct": 20.0,
    },
    "timing": {
        "setup_tns_ns": 0,
        "period_used_pct": 54.7,
        "rsz0062_at_grt": "false",
        "timing.hold.ws_ns": 0.479,
        "fmax_mhz": 70.8,
        "hold_viol_final": 0,
        "finalMaxSlewViolations": 0,
        "finalWorstPathRequiredPeriod_ns": 14.13,
        "setup_violations": 0,
        "fin_ws_ns": 11.68,
        "clock_skew_ns": 0.0257,
        "worst_pin_slew_ns": 1.04,
        "max_slew_margin_pct": 29.8,
    },
    "job": {
        "openroad.warnings": 49,
        "maxCapViolations": 0,
    },
    "logic_synthesis": {
        "async_flop_share_pct": 100,
        "top_cell": "dfrtp_1",
        "syn_area_mm2": 0.0553,
        "avgSynthCellArea_um2": 11.6,
        "ys_seq_share_pct": 47.5,
        "numSynthFlops": 1050,
        "netlist.area_leader.share_pct": 47.5,
        "largest_area_cell": "dfrtp_1",
        "yosys_warnings": 3,
        "ff_type": "dfrtp_1",
        "common_cells": "dfrtp_1 (1050), nor2_1 (648), a221o_1 (608)",
        "edf_count": 0,
        "ys_cells": 4775,
        "ys_types": 78,
        "area_leaders": "dfrtp_1 (48%), mux4_2 (13%), a221o_1 (11%)",
        "syn_inst": 4775,
        "yosys_area_mm2": 0.0553,
    },
    "clocking": {
        "ctsResizeCount": 0,
        "htree_levels": 3,
        "post_cts_buffers": 0,
        "root_buffer": "clkbuf_16",
        "cts_max_path_buffers": 3,
        "hold_buffers": 0,
        "clock_latency_ns": 0.75,
        "cts_tree": "yes",
        "clk_pin_slew_worst_paths_ns": 0.06,
        "numCtsBuffers": 112,
        "clock-sinks": 1050,
    },
    "placed_design": {
        "routabilityCongestion": 0.927,
        "place_hpwl_um": 129000,
        "io_buffers": 139,
        "dp_slack_ns": 11.73,
    },
    "worst_setup_path": {
        "cp.depth": 7,
        "cp_cell_sequence": "clkdlybuf4s50_1 > and3_4 > buf_4 > buf_4 > mux2i_1 > o21ai_0 > clkdlybuf4s50_1",
        "cp_slowest_cell": "mux2i_1",
        "cp-end-kind": "output port",
        "worstSetupStartpointType": "input pin",
        "ff2ff_setup_slack_ns": 20.43,
        "cp_max_fo": 36,
        "cp.required_ns": 20.64,
        "r2r_cells": 15,
        "critPathKind": "in2out",
        "worst_path_dominant_cell_family": "buffers and inverters",
        "critical_path_arrival_ns": 8.96,
        "cp_num_buf_inv": 4,
        "max_stage_delay_ns": 0.79,
    },
    "routing": {
        "totalWireLength_um": 222000,
        "dr.pass1.iters": 8,
        "drc_errors": 0,
        "drt-vias-per-instance": 7.02,
        "dr.first_iter.drc_count": 4523,
        "avgRoutedWirePerCell_um": 33.6,
        "postRouteAntennaNets": 0,
        "vias": 46370,
    },
    "min_path": {
        "hold_depth": 2,
        "hold_path.class": "reg2reg",
    },
    "grt": {
        "grt_pass1_wl_um": 327000,
        "grt_usage_pct": 33.4,
        "grt_max_degree": 120,
        "grt_pass1_vias": 47447,
        "overflow": 0,
        "antenna_found_initial": 6,
    },
    "floorplan": {
        "core_area_mm2": 0.137,
        "dieArea_mm2": 0.140,
        "fp.dieH_um": 374,
        "die_width_um": 374,
        "io_pins": 140,
        "rows": 136,
        "fp_util_pct": 40.2,
    },
    "power_and_ir_drop": {
        "p_total_mw": 7.59,
        "leakagePower_nw": 26.5,
        "power_frac_comb_pct": 40.6,
        "power_density_mw_per_mm2": 121,
        "peakVddDrop_mv": 0.0878,
        "p_int_mw": 4.89,
        "p_seq_share_pct": 36.0,
        "p_sw_mw": 2.70,
        "clockPowerShare_pct": 23.4,
        "sw_frac_of_total_pct": 35.6,
    },
}
final cells by class:
| class | instances | area (µm²) | area share (%) |
|---|---|---|---|
| multi-input cells | 3164 | 27300 | 43.3 |
| clock inverters | 53 | 815 | 1.29 |
| inverters | 54 | 203 | 0.322 |
| flip-flops and latches | 1050 | 26300 | 41.8 |
| clock buffers | 157 | 3170 | 5.04 |
| repair buffers | 333 | 2930 | 4.65 |
| diodes | 4 | 10.0 | 0.0159 |
| well taps | 1794 | 2240 | 3.57 |
layer usage:
layer	up-vias	part of all wire (%)	global-route usage (%)
met3	788	15	19.0
li1	18613	-	-
met5	-	0.18	2.61
met4	14	5.5	14.1
met1	23384	35	42.4
met2	3571	44	47.5
logic make-up (layout without fill, tap and decap cells):
family | Yosys count | count (layout) | share of synthesized area (%)
flip-flops | 1050 | 1050 | 47.5
buffers and inverters | 561 | 597 | 4.13
multiplexers | 494 | 494 | 16.4
AND/OR/NAND/NOR | 1391 | 1391 | 10.4
XOR/XNOR | 23 | 23 | 0.378
AND-OR/OR-AND | 1218 | 1218 | 20.3
other | 0 | 4 | 0
adder cells (fa/ha/maj) | 38 | 38 | 0.915
how the worst max path moves through the flow:
stage	from	endpoint
finish	in_addr[0]	out_data[56]
CTS	in_addr[0]	out_data[56]
global route	in_valid[0]	out_valid[0]
cell usage in the layout (no fill, tap or decap), types with 79 or more instances in the layout:
master,Yosys,routed
mux2i_1,102,102
mux4_2,320,320
clkbuf_16,0,113
nand2_1,542,507
clkdlybuf4s50_1,0,138
nor2_1,648,643
a221o_1,608,608
dfrtp_1,1050,1042
o21ai_0,79,79
o221ai_1,384,384
buf_4,8,188
through the flow:
stage	std cells	instance area, µm²
3_3_place_gp	6395	58900
2_1_floorplan	4775	55300
4_1_cts	6605	62900
5_1_grt	6608	62900
6_report	6609	62900
3_5_place_dp	6395	58900
worst reg2reg max path, stage by stage (launching register included):
cell	delay, ns
dfrtp_1	0.54
nand4_1	0.30
and3_1	0.54
buf_4	0.32
nand2_1	0.12
nor2_4	0.11
buf_12	0.40
inv_1	0.24
ha_1	0.24
nor2_2	0.40
or4b_2	0.63
buf_4	0.34
nor2b_2	0.25
nor2_4	0.15
buf_4	0.33
a221o_1	0.34
power by group through the flow:
stage / logic, mW / clock network (mW) / registers, mW
after global routing: 3.29 / 1.85 / 2.81
after CTS: 3.05 / 1.79 / 2.72
final: 3.08 / 1.78 / 2.73
Power and IR drop assume default switching activity.
